===== /design/flow/config.mk =====
export PLATFORM = sky130hd
export DESIGN_NAME = mux16
export DESIGN_NICKNAME = mux16
export VERILOG_FILES = /design/flow/design.v
export SDC_FILE = /design/flow/constraint.sdc
export NUM_CORES = 4
export LEC_CHECK = 1
export CORE_AREA = 10 10 70 70
export DIE_AREA = 0 0 80 80

===== /design/flow/constraint.sdc =====
current_design mux16

set clk_period 2.1
set clk_io_pct 0.2

create_clock -name clk0 -period $clk_period

set non_clock_inputs [all_inputs -no_clocks]
set_input_delay [expr $clk_period * $clk_io_pct] -clock clk0 $non_clock_inputs
set_output_delay [expr $clk_period * $clk_io_pct] -clock clk0 [all_outputs]

===== /design/flow/design.v =====
module mux2#(parameter WIDTH=8)(
  input s,
  input [WIDTH-1:0] d0,
  input [WIDTH-1:0] d1,
  output [WIDTH-1:0] y
  );
  assign y = s ? d1 : d0;
endmodule
module mux4#(parameter WIDTH=8)(
  input [1:0]s,
  input [WIDTH-1:0] d0,
  input [WIDTH-1:0] d1,
  input [WIDTH-1:0] d2,
  input [WIDTH-1:0] d3,
  output [WIDTH-1:0] y
  );
  reg[WIDTH-1:0] r;
  always@(*)
  begin
    case(s)
      2'b00: r=d0;
      2'b01: r=d1;
      2'b10: r=d2;
      2'b11: r=d3;
    endcase
  end
  assign y=r;
endmodule
 module mux8#(parameter WIDTH=8)(
  input [2:0]s,
  input [WIDTH-1:0] d0,
  input [WIDTH-1:0] d1,
  input [WIDTH-1:0] d2,
  input [WIDTH-1:0] d3,
  input [WIDTH-1:0] d4,
  input [WIDTH-1:0] d5,
  input [WIDTH-1:0] d6,
  input [WIDTH-1:0] d7,
  output [WIDTH-1:0] y
  );
  reg[WIDTH-1:0] r;
  always@(*)
  begin
    case(s)
      3'b000: r=d0;
      3'b001: r=d1;
      3'b010: r=d2;
      3'b011: r=d3;
      3'b100: r=d4;
      3'b101: r=d5;
      3'b110: r=d6;
      3'b111: r=d7;
    endcase
  end
  assign y=r;
endmodule     
 module mux16#(parameter WIDTH=8)(
  input [2:0]s,
  input [WIDTH-1:0] d0,
  input [WIDTH-1:0] d1,
  input [WIDTH-1:0] d2,
  input [WIDTH-1:0] d3,
  input [WIDTH-1:0] d4,
  input [WIDTH-1:0] d5,
  input [WIDTH-1:0] d6,
  input [WIDTH-1:0] d7,
  input [WIDTH-1:0] d8,
  input [WIDTH-1:0] d9,
  input [WIDTH-1:0] d10,
  input [WIDTH-1:0] d11,
  input [WIDTH-1:0] d12,
  input [WIDTH-1:0] d13,
  input [WIDTH-1:0] d14,
  input [WIDTH-1:0] d15,
  output [WIDTH-1:0] y
  );
  reg[WIDTH-1:0] r;
  always@(*)
  begin
    case(s)
      4'b0000: r=d0;
      4'b0001: r=d1;
      4'b0010: r=d2;
      4'b0011: r=d3;
      4'b0100: r=d4;
      4'b0101: r=d5;
      4'b0110: r=d6;
      4'b0111: r=d7;
      4'b1000: r=d8;
      4'b1001: r=d9;
      4'b1010: r=d10;
      4'b1011: r=d11;
      4'b1100: r=d12;
      4'b1101: r=d13;
      4'b1110: r=d14;
      4'b1111: r=d15;
    endcase
  end
  assign y=r;
endmodule     

===== /design/flow/run.sh =====
#!/bin/bash
# OpenROAD 26Q1-2900-gdf79404cd8, Yosys 0.63+post, stock flow scripts
make -C /OpenROAD-flow-scripts/flow DESIGN_CONFIG=/design/flow/config.mk WORK_HOME=/design/flow/orfs finish

==> results.sh <==
# flow metrics
export IMPL_outcome="completed"
export IMPL_critical_path_required_ns=1.68
export IMPL_place_area_sq_um=1410
export IMPL_fp_dieW_um=80
export IMPL_chipArea_sq_um=6400
export IMPL_drive_above_1_share=0.345
export IMPL_ant_nets=0
export IMPL_vias=701
export IMPL_ctsHoldBuffers=0
export IMPL_crit_fanout=1
export IMPL_layout_top_cell="clkdlybuf4s50_1"
export IMPL_dp_hpwl_mm=2.23
export IMPL_grt_max_degree=11
export IMPL_avgRoutedWirePerCell_um=17.7
export IMPL_area_delta_synth_final_pct=168
export IMPL_dr_pass1_iters=4
export IMPL_simple_gate_share=0.0441
export IMPL_io_buffers=75
export IMPL_clkbuf_count=0
export IMPL_logic_family="multiplexers"
export IMPL_avgSynthCellArea_sq_um=14.6
export IMPL_drc=0
export IMPL_routed_wl_mm=2.92
export IMPL_yosys_area_sq_um=568
export IMPL_openroad_warnings=96
export IMPL_synth_cell_types=17
export IMPL_max_stage_delay_ns=0.46
export IMPL_min_path_type="in2out"
export IMPL_die_y_um=80
export IMPL_tightestPinTransition_ns=0.230
export IMPL_syn_area_sq_um=568
export IMPL_critPathKind="in2out"
export IMPL_max_slew_margin_rel=0.847
export IMPL_endpoint_kind="output port"
export IMPL_xor_share=0
export IMPL_drv_slew=0
export IMPL_adder_share=0
export IMPL_p_leak_nw=0.835
export IMPL_lay_top_cells="30 x clkdlybuf4s50_1, 27 x dlymetal6s2s_1, 14 x mux4_2"
export IMPL_drt_iter0_drc=10
export IMPL_place_gp_congestion=0.737
export IMPL_synthAoiAreaFrac=0.0595
export IMPL_setup_slack_ns=0.00749
export IMPL_fp_util=0.166
export IMPL_grt_remaining_overflow=0
export IMPL_io_pins=139
export IMPL_fin_crit_ns=2.09
export IMPL_utilization=0.446
export IMPL_core_area_sq_um=3420
export IMPL_seq_area_sq_um=0
export IMPL_antenna_found_initial=0
export IMPL_powerDensity_nw_per_um2=190
export IMPL_vias_per_cell=4.25
export IMPL_grt_use_total=0.0864
export IMPL_dp_slack_ns=-0.672
export IMPL_max_cap_violations=0
export IMPL_fin_crit_sh=0.996
export IMPL_first_global_vias=854
export IMPL_hold_violations=0
export IMPL_critPathLaunchType="input port"
export IMPL_fmax_ghz=0.478
export IMPL_worstPathArrival_ns=1.67
export IMPL_setup_violations=0
export IMPL_rows=21
export IMPL_grt_pass1_wl_mm=4.42
export IMPL_cp_slowest_cell="mux4_2"
export IMPL_netlist_instances=39
export IMPL_diodes=0
export IMPL_synthMuxAreaShare=0.826
export IMPL_yosysWarnings=1
export IMPL_postSynthSeqShare=0
export IMPL_final_area_sq_um=1520
export IMPL_flops=0
export IMPL_crit_chain="clkdlybuf4s50_1 > mux4_2 > mux2_4 > buf_6"
export IMPL_ir_worst_vdd_mv=0.0778
export IMPL_synth_stat_cells=39
[kinds of logic (layout without fill, tap and decap cells)]
logic type | Yosys count | after routing
mux | 24 | 24
simple gates | 4 | 4
compound gates | 5 | 5
buf+inv | 6 | 86
[metal layers]
layer,up-vias,share of wire,track usage
li1,337,-,-
met1,322,0.43,0.111
met2,42,0.47,0.140
met3,0,0.11,0.0364
met4,0,0,0
met5,-,0,0
[final timing paths]
path | start | to | slack (ns) | cells past startpoint
worst max-delay path | d6[4] | y[4] | 0.007 | 4
worst min-delay path | d2[5] | y[5] | 1.35 | 4
[synthesized netlist by cell type]
cell        n  share of area
inv_1       1         0.0066
mux4_2      2          0.079
buf_6       2          0.040
or4b_1      1          0.018
nand2_1     1         0.0066
a2bb2oi_1   1          0.015
mux2i_1     3          0.053
clkbuf_1    1         0.0066
mux2_2      7           0.14
a211oi_1    1          0.013
o21ai_0     1         0.0088
mux4_1     12           0.56
a31oi_1     1          0.011
buf_2       2          0.018
nor3_1      1         0.0088
o22ai_1     1          0.011
nand2b_1    1          0.011
[what timing repair did]
action | in CTS | in global routing
setup endpoints to repair | 8 | 8
pin swaps | 2 | 2
hold endpoints to repair | 0 | 0
resized | 62 | 35
setup buffers | 2 | 0
cloned | 2 | 0
[power by group]
part           leakage (nW)  internal [W]  switching (W)
sequential                0             0              0
clock                     0             0              0
combinational         0.835      0.000222      0.0000671
[worst max-delay path: cells and delay by family]
kind	cells	cell delay, ns
buffers and inverters	2	0.53
multiplexers	2	0.73
[layout make-up]
cell class,instances,area (sq um)
repair buffers,85,952
fillers,337,1890
well taps,46,57.6
multi-input cells,33,509
inverters,1,3.75
[metrics by stage]
stage / std cells / TNS, ns / hold WS, ns / total power [W]
finish: 165 / 0 / 1.35 / 0.000289
global route: 165 / -0.0114 / 1.38 / 0.000309
CTS: 165 / 0 / 1.48 / 0.000287
detailed placement: 161 / -5.24 / 1.84 / 0.000266
global placement: 161 / -5.16 / 1.85 / 0.000264
floorplan: 39 / 0 / 0.981 / 0.0000856
No activity file was given, so power comes from the tool's default toggle rates.
